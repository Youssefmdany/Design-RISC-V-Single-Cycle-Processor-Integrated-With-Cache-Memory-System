**flow/design.v**
```verilog
  module Cache_Contrl(clk,reset,addr,mem_read,mem_write,miss,fill,ready,stall,hit);
  parameter idle = 2'b00;
  parameter writing = 2'b01;
  parameter reading = 2'b10;    
  parameter lines = 32;
  parameter tags = 3;
  input clk,reset,ready;
  input mem_read,mem_write;
  input[9:0] addr;
  output reg miss,hit,stall,fill;
  reg[tags-1:0] tags_arr [lines-1:0];
  reg valid_arr [lines-1:0];
  reg[1:0] state,next_state;  
  reg old_op;
  integer i;
  always@(*) begin
   miss = ( ( !valid_arr[addr[6:2]]) || ( tags_arr[addr[6:2]] !=  addr[9:7] ) && mem_read ) || ( ( tags_arr[addr[6:2]] !=  addr[9:7] ) && mem_write );
   hit = ( ( valid_arr[addr[6:2]]) && ( tags_arr[addr[6:2]] ==  addr[9:7] ) && (mem_write || mem_read || old_op) ) ;    
   stall = ( ( (miss || hit ) && mem_write) || (miss && mem_read) )  ;   
   if(ready == 1)
               stall = 0;
   else    
               stall = stall;       
  end
 always@(negedge clk,posedge reset)begin
   if(reset) begin
     state <= idle;    
     old_op <= 0;
     for(i=0;i<32;i=i+1) begin 
            valid_arr[i] <= 0;
            tags_arr[i] <= 0;
          end
   end
  else begin
    state <= next_state;
    old_op <= mem_read || mem_write;
    if(mem_write && !miss) begin
         tags_arr[addr[6:2]] <= addr[9:7];
         valid_arr[addr[6:2]] <= 1;
    end
    else if (fill) begin
          valid_arr[addr[6:2]] <= 1; 
          tags_arr[addr[6:2]] <= addr[9:7];   
    end    
  end
 end
 always@(state,mem_read,mem_write,ready,miss,hit)begin
  fill = 0 ; 
  case(state)
    idle: begin
             if (mem_read) begin
                          next_state = reading;
                        end
             else if (mem_write) begin
                          next_state = writing;
                      end
             else 
                    next_state = idle;
          end
    reading: begin
                if (miss) begin
                  if(ready) begin
                    next_state = idle;
                    fill = 1;
                  end
                else
                  next_state = reading;
                end
                else begin
                    if (mem_read)
                                 next_state = reading;
                    else if (mem_write)
                                 next_state = writing;
                    else 
                                 next_state = idle ;
                end
          end
    writing: begin
               if(hit || miss) begin
                  if(ready) begin
                    next_state = idle;
                  end
                  else 
                    next_state = writing;
                end
                else begin
                          if (mem_read)
                                 next_state = reading;
                          else if (mem_write)
                                 next_state = writing;
                          else 
                                 next_state = idle ;
                  end
          end 
        default : begin
               next_state = idle;
         end   
  endcase
end
endmodule 
```
**flow/config.mk**
```make
export PLATFORM = sky130hd
export DESIGN_NAME = Cache_Contrl
export DESIGN_NICKNAME = Cache_Contrl
export VERILOG_FILES = /design/flow/design.v
export SDC_FILE = /design/flow/constraint.sdc
export NUM_CORES = 4
export LEC_CHECK = 1
export CORE_UTILIZATION = 30
```
**flow/run.sh**
```bash
#!/bin/bash
# OpenROAD 26Q1-2900-gdf79404cd8, Yosys 0.63+post, stock flow scripts
make -C /OpenROAD-flow-scripts/flow DESIGN_CONFIG=/design/flow/config.mk WORK_HOME=/design/flow/orfs finish
```
**flow/constraint.sdc**
```tcl
current_design Cache_Contrl

set clk_period 8.6
set clk_io_pct 0.2

create_clock -name clk0 -period $clk_period [get_ports {clk}]

set non_clock_inputs [all_inputs -no_clocks]
set_input_delay [expr $clk_period * $clk_io_pct] -clock clk0 $non_clock_inputs
set_output_delay [expr $clk_period * $clk_io_pct] -clock clk0 [all_outputs]
```
==> results.toml <==
# flow metrics
[logic_synthesis]
synth_seq_share_pct = 43.23
edf_count = 0
top_area_cell = "dfrtn_1"
ys.flop_type = "dfrtn_1"
synth.distinct_cells = 68
ys_warn_count = 3
top_area_share_pct = 42.89
ys_area_um2 = 7644
yosys-top-cells-count = "dfrtn_1 (131), mux2_4 (60), nand3_1 (58)"
ys_cells = 654
synthCells = 654
async_reset_ff_share_pct = 100.0
syn_avg_cell_area_um2 = 11.69
topCellsByArea = "dfrtn_1 (43%), mux2_4 (12%), mux2_2 (6.5%)"
synth_top_cell_by_count = "dfrtn_1"
ys_seq_elements = 132
netlist_area_um2 = 7644

[clock_tree]
cts_made_buffers = 17
hold_buffers = 0
htreeDepth = 4
cts_sinks = 132
clockBufferDepth = 2
cts_root_buf = "clkbuf_16"

[floorplan]
die_y_um = 161.6
fp.dieW_um = 161.6
fp_util_pct = 30.44
ioPinCount = 19
row_count = 58

[global_route]
grt_max_degree = 83

[run_status]
firstError = "[ERROR GRT-0116] Global routing finished with congestion. Check the congestion regions in the DRC Viewer."
status = "stopped before the end"
failing_step = "5_1_grt"

[placed_design]
post_dp_cell_area_um2 = 8929
hpwl_mm = 14.94
dp_slack_ns = -1.240
place.gp.congestion = 0.9453
io_buffer_count = 16

[timing]
worst-ep-kind = "primary output"
crit_endpoint = "stall"
## kinds of logic after synthesis
group                     synth area share, %
DFF                                     43.23
and+or+nand+nor                         16.34
muxes                                   27.29
buffers and inverters                   4.911
xor gates and xnor gates               0.2292
AOI/OAI and AO/OA                       8.005
## timing repair
| item | in CTS |
|---|---|
| buffers inserted | 49 |
| setup endpoints to repair | 135 |
| pin swaps | 40 |
| gates resized | 192 |
| gates cloned | 7 |
## through the flow
step           setup TNS (ns)  total power, mW  hold slack [ns]  utilization (%)  std cells
2_1_floorplan          -9.591           0.7411           0.3849                -        654
3_3_place_gp          -146.04           0.8111           0.4007            35.56       1059
3_5_place_dp          -145.45           0.8118           0.4056            35.56       1059
4_1_cts                -56.71            1.663           0.4148            43.63       1143
Power is estimated from default activity; no workload was simulated.
